## ./run.sh

```bash
#!/bin/bash
# OpenROAD 26Q1-2900-gdf79404cd8, Yosys 0.63+post, stock flow scripts
make -C /OpenROAD-flow-scripts/flow DESIGN_CONFIG=/design/flow/config.mk WORK_HOME=/design/flow/orfs finish
```

## ./config.mk

```make
export PLATFORM = sky130hd
export DESIGN_NAME = i2c_ctrl
export DESIGN_NICKNAME = i2c_ctrl
export VERILOG_FILES = /design/flow/design.v
export SDC_FILE = /design/flow/constraint.sdc
export NUM_CORES = 4
export LEC_CHECK = 1
export CORE_UTILIZATION = 40
```

## ./constraint.sdc

```tcl
current_design i2c_ctrl

set clk_period 4.6
set clk_io_pct 0.2

create_clock -name clk0 -period $clk_period [get_ports {clk}]

set non_clock_inputs [all_inputs -no_clocks]
set_input_delay [expr $clk_period * $clk_io_pct] -clock clk0 $non_clock_inputs
set_output_delay [expr $clk_period * $clk_io_pct] -clock clk0 [all_outputs]
```

## ./design.v

```verilog
module i2c_ctrl #(
    parameter                                        SYS_CLK        = 50_000_000,
    parameter                                        SCL_CLK        = 400_000
)
(
    input                                      clk             ,
    input                                      rst_n           ,
    input                                      rd_req          ,
    input                                      wr_req          ,
    input        [   7: 0]                     wr_data         ,
    output       [   7: 0]                     rd_data         ,
    output                                     rd_done         ,
    output                                     wr_done         ,
    output                                     i2c_scl         ,
    inout                                      i2c_sda         ,
    output                                     is_out          
);
i2c_ip #(
    .SYS_CLK                                         (SYS_CLK        ),
    .SCL_CLK                                         (SCL_CLK        ) 
)
u1(
    .clk                                             (clk            ), 
    .rst_n                                           (rst_n          ), 
    .wr_req                                          (wr_req         ), 
    .rd_req                                          (rd_req         ), 
    .wr_data                                         (wr_data        ), 
    .rd_data                                         (rd_data        ), 
    .rd_done                                         (rd_done        ), 
    .wr_done                                         (wr_done        ), 
    .i2c_scl                                         (i2c_scl        ), 
    .i2c_sda                                         (i2c_sda        ),  
    .is_out                                          (is_out         )
);
endmodule
module i2c_ip
#(
    parameter                                        SYS_CLK        = 50_000_000,
    parameter                                        SCL_CLK        = 400_000
)
(
    input                                      clk             , 
    input                                      rst_n           , 
    input                                      wr_req          , 
    input                                      rd_req          , 
    input        [   1: 0]                     wr_addr_lenth   , 
    input        [   7: 0]                     wr_data         , 
    output       [   7: 0]                     rd_data         , 
    output                                     rd_done         , 
    output                                     wr_done         , 
    output                                     i2c_scl         , 
    inout                                      i2c_sda         , 
    output                                     is_out            
);
    parameter                                        SCL_CNT        = SYS_CLK/SCL_CLK;
    parameter                                        IDLE           = 8'b0000_0001;
    parameter                                        WR_START       = 8'b0000_0010;
    parameter                                        WR_DEV_ADDR    = 8'b0000_0100;
    parameter                                        WR_REG_ADDR    = 8'b0000_1000;
    parameter                                        WR_DATA        = 8'b0001_0000;
    parameter                                        RD_START       = 8'b0010_0000;
    parameter                                        RD_DATA        = 8'b0100_0000;
    parameter                                        STOP           = 8'b1000_0000;
    reg                                        rI2cScl         ; 
    reg          [   6: 0]                     rSclCnt         ;
    reg                                        rI2cValid       ; 
    reg          [   4: 0]                     rHiLowCnt       ;
    reg          [   7: 0]                     rRdData         ;
    reg          [   7: 0]                     rState          ;
    reg                                        rI2cSda         ;
    reg                                        rWrFlag         ; 
    reg                                        rRdFlag         ; 
    reg                                        rI2cDe          ; 
    reg                                        rWrDone         ;
    reg                                        rRdDone         ;
    reg          [   7: 0]                     rWrData         ;
    reg                                        rAck,rNonAck    ;
    reg                                        rWrDataShift    ;
    reg                                        rByteDoneFlag   ;
always @(posedge clk or negedge rst_n) begin
    if(!rst_n)begin
        rSclCnt <= 0;
    end
    else if(rI2cValid)begin
        if (rSclCnt == SCL_CNT) begin
        rSclCnt <= 0;
        end
        else rSclCnt <= rSclCnt +1;
     end
     else rSclCnt <=0;
end
always @(posedge clk or negedge rst_n) begin
    if(!rst_n)begin
        rI2cScl <= 1;
    end
    else if(rSclCnt == SCL_CNT >>1)begin
        rI2cScl <= 0;
    end
    else if(rSclCnt ==0)begin
         rI2cScl <= 1;
    end
    else rI2cScl = rI2cScl;
end
always @(posedge clk or negedge rst_n) begin
    if (!rst_n) begin
        rI2cValid <=0;
    end
    else if (wr_req | rd_req) begin
        rI2cValid <=1;
    end
    else if (rd_done | wr_done) begin
        rI2cValid <=0;
    end
end
    reg                                        scl_high_r,scl_low_r  ; 
always @(posedge clk or negedge rst_n) begin
    if (!rst_n) begin
        scl_high_r <= 0;
    end
    else if (rI2cValid) begin
        if (rSclCnt == (SCL_CNT >>2)) begin
            scl_high_r <=1;
        end
        else scl_high_r <=0;
    end
    else scl_high_r <= 0;
end
always @(posedge clk or negedge rst_n) begin
    if(!rst_n)begin
        scl_low_r <= 0;
    end
    else if (rI2cValid) begin
        if (rSclCnt == ((SCL_CNT >>1 )+(SCL_CNT >>2))) begin
            scl_low_r <=1;
        end
        else scl_low_r <=0;
    end
    else scl_low_r <=0;
end
always @(posedge clk or negedge rst_n) begin
    if(!rst_n)begin
        rHiLowCnt <=0;
    end
    else if ((rState == WR_DEV_ADDR) |(rState == WR_REG_ADDR) | (rState == WR_DATA)
        | (rState == RD_DATA)) begin
        if(scl_low_r)begin
            if (rHiLowCnt == 8) begin
                rHiLowCnt <= 0;
            end
            else begin
                rHiLowCnt <= rHiLowCnt+1;
            end
        end
        else rHiLowCnt <= rHiLowCnt;
    end
    else rHiLowCnt <=0;
end
always @(posedge clk or negedge rst_n) begin
    if(!rst_n)begin
        rState <= IDLE;
        rWrFlag <=0;
        rRdFlag <=0;
        rByteDoneFlag <=0;
        rWrDataShift <=0;
        rWrData<=0;
        rRdData<=0;
    end
    else begin
        case(rState)
        IDLE:begin
            rWrFlag <=0;
            rRdFlag <=0;
            rByteDoneFlag <=0;
            rWrDataShift <=0;
            rWrData<=0;
            rRdData<=0;
            if (wr_req) begin
                rState <= WR_START;
            end
            else if(rd_req)begin
                rState <= RD_START;
            end
            else rState <= IDLE;
        end
        WR_START:begin
            if(wr_req)begin
                rWrFlag <=1;
                if(scl_high_r)begin
                    rState <= WR_START;
                end
                else if (scl_low_r)begin
                    rState <= WR_DEV_ADDR;
                    rWrData <= wr_data;
                end
                else rState <= WR_START;
            end
            else rState <= IDLE;
        end
        WR_DEV_ADDR:begin
            if(wr_req | rd_req)begin
                if(rByteDoneFlag && ~rAck && scl_low_r)begin
                    rState <= WR_REG_ADDR;
                    rWrData <= wr_data;
                end
                else begin
                    i2c_send_data;
                end
            end
            else rState <= IDLE;
        end
        WR_REG_ADDR:begin
            if(wr_req)begin
                if(rByteDoneFlag && ~rAck && scl_low_r)begin
                    rState     <= WR_DATA;
                    rWrData   <= wr_data;
                end
                else begin
                    i2c_send_data;
                end
            end
            else if (rd_req) begin
                if(rByteDoneFlag && ~rAck && scl_low_r)begin
                    rState     <= RD_DATA;
                    rWrData   <= wr_data;
                end
                else begin
                    i2c_send_data;
                end
            end
            else rState <= IDLE;
          end
        WR_DATA:begin
            if(wr_req)begin
                if(rByteDoneFlag && ~rAck && scl_low_r)begin
                    rState     <= WR_DATA;
                    rWrData   <= wr_data;
                end
                else begin
                    i2c_send_data;
                end
            end
            else rState <= IDLE;
          end
        RD_START:begin
            if(rd_req)begin
                rRdFlag <=1;
                if (scl_high_r) begin
                    rState <= RD_START;
                end
                else if(scl_low_r)begin
                        rState <= WR_DEV_ADDR;
                        rWrData <= wr_data;
                end
                else rState <= RD_START;
            end
            else rState <= IDLE;
        end
        RD_DATA:begin
            if(rd_req)begin
                if(rByteDoneFlag && ~rAck && scl_low_r)begin
                    rState     <= STOP;
                end
                else begin
                    i2c_rec_data;
                end
            end
            else rState <= IDLE;
        end
        STOP:begin
            rState <= IDLE;
            rWrFlag <=0;
            rRdFlag <=0;
            rByteDoneFlag <=0;
            rWrDataShift <=0;
            rWrData<=0;
        end
        default: begin
            rState <= IDLE;
            rWrFlag <=0;
            rRdFlag <=0;
            rByteDoneFlag <=0;
            rWrDataShift <=0;
            rWrData<=0;
        end
        endcase
    end
end
always @(posedge clk or negedge rst_n) begin
    if (!rst_n) begin
        rI2cDe <= 1'b0;
    end
    else begin
        case(rState)
        IDLE:;
        RD_START,WR_START:rI2cDe <=1;
          WR_DEV_ADDR,WR_REG_ADDR,WR_DATA:begin
            if(rHiLowCnt <=7)begin
                rI2cDe <=1;
            end
            else  rI2cDe <=0;
        end
        RD_DATA:begin
            if (rHiLowCnt <=7) begin
                rI2cDe <=0;
            end
            else rI2cDe <=1;
        end
        STOP: rI2cDe <=0;
        default:rI2cDe <=0;
        endcase
    end
end
always @(posedge clk or negedge rst_n) begin
    if (!rst_n) begin
        rWrDone <= 0;
        rRdDone <= 0;
    end
    else begin
        case(rState)
        IDLE,WR_START,STOP:;
        WR_DATA,WR_DEV_ADDR,WR_REG_ADDR:begin
            if (rHiLowCnt ==8) begin
                rWrDone <=1;
            end
            else rWrDone <=0;
        end
        RD_DATA:begin
            if (rHiLowCnt ==8) begin
                rRdDone <=1;
            end
            else rRdDone <=0;
        end
        default:begin
            rWrDone <= 0;
            rRdDone <= 0;
        end
        endcase
    end
end
task i2c_send_data;begin
      if (rHiLowCnt <=7) begin
        rWrDataShift <= rWrData[7];
        if(scl_low_r)begin
            rWrData <= {rWrData[6:0],1'b0};
        end
        else rWrData <= rWrData;
      end
      else if (rHiLowCnt ==8)begin
        rByteDoneFlag <=1;
        rWrDataShift <=0;
      end
      else if (rHiLowCnt >8)begin
        rByteDoneFlag <= 0;
      end
end
endtask
task i2c_rec_data;begin
    if(rHiLowCnt <=7)begin
        rRdData[0] <= i2c_sda;
        if(scl_low_r)begin
            rRdData <= {rRdData[6:0],i2c_sda};
        end
        else rRdData <= rRdData;
    end
    else if (rHiLowCnt ==8)begin
        rByteDoneFlag <= 1;
    end
    else if (rHiLowCnt >8)begin
        rByteDoneFlag <= 0;
    end
end
endtask
always @(posedge clk or negedge rst_n) begin
    if (!rst_n) begin
        rI2cSda <=1;
    end
    else begin
        rI2cSda <= rI2cDe ? rWrDataShift:1'bz;
    end
end
always @(posedge clk or negedge rst_n) begin
    if (!rst_n) begin
        rAck <=1;
        rNonAck <=0;
    end
    else if ((rState == WR_DEV_ADDR) | (rState == WR_REG_ADDR) | (rState == WR_DATA)) begin
        rNonAck <=0;
        if (rHiLowCnt ==8 ) begin
            rAck <= 0;                                               
        end
        else rAck <= 1;
    end
    else if (rState ==RD_DATA) begin
        rAck <=1;
        if (rHiLowCnt ==8 ) begin
            rNonAck <= 1;
        end
        else rNonAck<=0;
    end
    else begin
        rNonAck <= 0;
        rAck     <= 1;
    end
end
    assign                                           rd_data        = rRdData;
    assign                                           wr_done        = rWrDone;
    assign                                           rd_done        = rRdDone;
    assign                                           i2c_sda        = rI2cSda;
    assign                                           i2c_scl        = rI2cScl;
    assign                                           is_out         = rI2cDe;
endmodule
```

==> impl_metrics.py <==
# Generated from Yosys and OpenROAD reports
metrics = {
    "yosys": {
        "syn_area_per_cell_sq_um": 9.84,
        "yosysCellCount": 235,
        "synth_top_cell_by_area": "dfrtp_1",
        "synth_top_area_share_pct": 46.5,
        "ys_chip_area_sq_um": 2310,
        "synth.cell_area_sq_um": 2310,
        "ys_top_cells_by_area": "dfrtp_1 (47%), nand2_1 (5.2%), dfstp_2 (4.5%)",
        "ff_type": "dfrtp_1",
        "synth_cell_type_count": 49,
        "ys.flops": 47,
        "synthArstFlopShare_pct": 100,
        "syn_inst": 235,
        "edf_count": 0,
        "yosysWarnings": 2,
        "ys_seq_share_pct": 51.1,
    },
    "cts": {
        "cts_hold_buf": 0,
        "cts_max_path_buffers": 2,
        "cts_resized": 0,
        "cts_buffers": 5,
        "cts.sinks": 47,
        "ctsHtreeMaxLevel": 2,
        "cts-root-buf": "clkbuf_8",
        "post_cts_buffers": 0,
    },
    "floorplan": {
        "die_w_um": 78.0,
        "initCoreUtil_pct": 41.7,
        "die_h_um": 78.0,
        "ioPinCount": 25,
        "rows": 27,
    },
    "placement": {
        "port_buffers": 23,
        "place_congestion": 0.818,
        "place_hpwl_um": 2820,
        "dpl.cell_count": 324,
    },
    "status": {
        "status": "stopped before the end",
        "haltStage": "4_1_cts",
        "error_line": "[error] [KeplerFormal.cpp:679] Workflow failed: Iso has multiple drivers: .i2c_sda0, i2c_sda$_DFF_PN1_.Q0",
    },
}
synth_stat cells, types with 3 or more instances:
library cell  number
dfrtp_1           43
nand2_1           32
nor2_1            24
o21ai_0           15
a21oi_1           10
inv_1             10
nor2b_1            9
a22o_1             7
mux2_2             7
clkbuf_1           6
ha_1               6
nor3_1             6
or3_1              5
dfstp_2            4
mux2i_1            3
nand2b_1           3
nand3_1            3
nand3b_1           3
xor2_1             3
metrics by stage:
stage / power, W / worst slack [ns] / hold WS [ns] / utilization, % / cell area [sq um]
2_1_floorplan: 0.000509 / 2.24 / 0.355 / - / 2310
3_3_place_gp: 0.000545 / 1.59 / 0.360 / 47.2 / 2620
3_5_place_dp: 0.000546 / 1.57 / 0.363 / 47.2 / 2620
cells by family after synthesis:
family | share of synthesized area [%]
simple gates | 21.3
compound gates | 14.4
buf+inv | 3.30
xor+xnor | 1.89
fa+ha+maj | 3.25
mux | 4.71
flops | 51.1
Power figures rest on the tool's default switching activity, not on a simulated workload.
